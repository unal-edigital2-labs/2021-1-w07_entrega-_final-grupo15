`run.sh`:
```
#!/bin/bash
# OpenROAD 26Q1-2900-gdf79404cd8, Yosys 0.63+post, stock flow scripts
make -C /OpenROAD-flow-scripts/flow DESIGN_CONFIG=/design/flow/config.mk WORK_HOME=/design/flow/orfs finish
```
`config.mk`:
```
export PLATFORM = sky130hd
export DESIGN_NAME = Uart
export DESIGN_NICKNAME = Uart
export VERILOG_FILES = /design/flow/design.v
export SDC_FILE = /design/flow/constraint.sdc
export NUM_CORES = 4
export LEC_CHECK = 1
export CORE_UTILIZATION = 30
```
`constraint.sdc`:
```
current_design Uart

set clk_period 2.5
set clk_io_pct 0.2

create_clock -name clk0 -period $clk_period [get_ports {Clock}]

set non_clock_inputs [all_inputs -no_clocks]
set_input_delay [expr $clk_period * $clk_io_pct] -clock clk0 $non_clock_inputs
set_output_delay [expr $clk_period * $clk_io_pct] -clock clk0 [all_outputs]
```
`design.v`:
```
module GeneradorBaudios(
	input Clock,
	input Reset,
	input [15:0] Baudios,
	output reg ClockBAUD=1'b0
);
reg [15:0] Contador=1'b0;
always @(posedge Clock) begin
if(Reset==1'b1)begin
	Contador=1'b0;
	ClockBAUD=1'b0;
end
else begin
	if(Contador==Baudios)begin
		Contador=1'b0;
		ClockBAUD=!ClockBAUD;
	end
	else Contador=Contador+1'b1;
end
end
endmodule
module Uart(
	input Clock,
	input Reset,
	input [15:0] Baudios,
	input TxInit,
	input [7:0] TxData,
	input Rx,
	output [7:0] RxData,
	output Tx,
	output TxDone,
	output RxAvailable
);
wire ClockBAUD;
UartTx Transmission(Clock, ClockBAUD, Reset, TxInit, TxData, Tx, TxDone);
UartRx Receive(Clock, ClockBAUD, Reset, Rx, RxData, RxAvailable);
GeneradorBaudios Baud(Clock, Reset, Baudios, ClockBAUD);
endmodule
module UartRx(
	input Clock,
	input ClockBAUD,
	input Reset,
	input Rx,
	output reg [7:0] RxData=1'b0,
	output reg RxAvailable=1'b0
);
localparam WAIT=2'b00, START=2'b01, DATA=2'b10, STOP=2'b11;
wire VarClock;
assign VarClock=(Reset==1'b1) ? Clock:ClockBAUD;
reg Sync=1'b0;
reg [3:0] Dcounter=1'b0;
reg [1:0] Status=WAIT;
always @(posedge VarClock)begin
if(Reset==1'b1)begin
	Sync<=1'b0;
	RxData<=1'b0;
	Dcounter<=1'b0;
	Status<=WAIT;
	RxAvailable<=1'b0;
end
else begin
	case(Status)
		WAIT:begin
			Sync<=1'b0;
			Dcounter<=1'b0;
			if(Rx==1'b0) begin
				RxAvailable<=1'b0;
				RxData<=1'b0;
				Status<=START;	
			end
		end
		START:begin
			Dcounter<=4'd8;
			if(Sync==1'b1) Status<=DATA;
			Sync<=Sync+1'b1;
		end
		DATA:begin
			if(Sync==1'b0)begin
				RxData[7]<=Rx;
				Dcounter<=Dcounter-1'b1;	
			end
			else if(Dcounter==1'b0) Status<=STOP;
			else 	RxData <= RxData >> 1'b1;
			Sync<=Sync+1'b1;
		end
		STOP:begin
			RxAvailable<=1'b1;
			if(Sync==1'b1)begin
				if(Rx!=1'b1)begin
					RxData<=1'b0;
					RxAvailable<=1'b0;
				end			
			Sync<=Sync+1'b1;
			end else Status<=WAIT;
		end
		default:Status<=WAIT;
	endcase
end
end
endmodule
module UartTx(
	input Clock,
	input ClockBAUD,
	input Reset,
	input TxInit,
	input [7:0] TxData,
	output reg Tx=1'b1,
	output reg TxDone=1'b1
);
localparam WAIT=2'b00, START=2'b01, DATA=2'b10, STOP=2'b11;
wire VarClock;
assign VarClock=(Reset==1'b1) ? Clock:ClockBAUD;
reg Sync=1'b0;
reg [3:0] Dcounter=1'b0;
reg [7:0] Data=1'b0;
reg [1:0] Status=WAIT;
always @(posedge VarClock)begin
if(Reset==1'b1)begin
	Sync<=1'b0;
	Tx<=1'b1;
	Dcounter<=1'b0;
	Data<=1'b0;
	TxDone<=1'b0;
	Status<=WAIT;
end
else begin
	case(Status)
		WAIT:begin
			Sync=1'b0;
			Tx<=1'b1;
			Dcounter=1'b0;
			if(TxInit==1'b0) TxDone=1'b0;
			else if(TxDone==1'b0) Status<=START;	
		end
		START:begin
			Tx=1'b0;
			Data<=TxData;
			Dcounter<=4'd8;
			if(Sync==1'b1) Status<=DATA;
			Sync=Sync+1'b1;
		end
		DATA:begin
			if(Sync==1'b0)begin
				Tx<=Data[0];
				Data <= Data >> 1'b1;
				Dcounter<=Dcounter-1'b1;	
			end
			else if(Dcounter==1'b0) Status<=STOP;
			Sync<=Sync+1'b1;
		end
		STOP:begin
			Tx<=1'b1;
			TxDone<=1'b1;
			if(Sync==1'b1)Status<=WAIT;
			Sync<=Sync+1'b1;
		end
		default:Status<=WAIT;
	endcase
end
end
endmodule
```
==> run summary <==
The implementation run finished. Cell total after placement landed at 444. According to the dpl log, the detail-placed design has an HPWL of approximately 3700 um. Number of endpoints failing setup at the final stage landed at 0. Die area landed at approximately 9000 um^2. The required time at the worst endpoint is listed as around 1.6 ns. Across all setup checks in the final design, the least slack found is roughly 0.43 ns. Count of flip-flops with a built-in enable after synthesis landed at 0. The stat command in Yosys gives a chip area of ~2600 um^2. The main area contributors are sky130_fd_sc_hd__dfxtp_1 38%, sky130_fd_sc_hd__ha_1 6.6%, sky130_fd_sc_hd__xnor2_1 6.6%, sky130_fd_sc_hd__nor2_1 4.7%, sky130_fd_sc_hd__mux2i_1 4.2%. Post-synth the commonest register cell is sky130_fd_sc_hd__dfxtp_1.

Looking at the global route congestion table, the highest-usage layer is met2. Setup total negative slack landed at 0 ns. Post-synthesis average cell area landed at around 8.7 um^2. The run reported a max-capacitance violation count of 0. Post-CTS repair changed the size of 0 cells. For this run, the number of standard cells in the final layout without fillers is 462. The library cell used most frequently in the layout, excluding fill and tap cells, is sky130_fd_sc_hd__dfxtp_1. Utilization after layout landed at approximately 40%. 39 I/O pins were placed.

Entering global routing, the biggest net connects 33 pins. The critical path in this run is classified as in2gate. For the worst reg-to-reg path, the startpoint reported by OpenROAD is Transmission.Status[0].

The pre-CTS setup check shows a worst slack of approximately 0.14 ns. Reg-to-reg setup timing slack landed at 0.59 ns. Fraction of layout instances using a drive strength above 1 landed at between 10% and 20%. Initial detailed-routing violation count landed at 74. Height of the chip landed at 95.9 um. Across the routed clock network, the largest skew measured is between 0.006 and 0.007 ns.

The clock reaches the later pin of the worst-skew pair after 0.67 ns. Power density over the cells landed at between 500 and 600 nW/um^2. Average routed wire per standard cell landed at between 10 and 15 um.

Number of cells traversed by the worst register-to-register path landed at 6. Synthesis-to-layout area growth landed at 27.9%. The synth_stat.txt file lists the number of cells as 304. For met2 alone, demand over resource in global routing was 19.4%.

Maximum resistive drop on vdd landed at between 0.2 and 0.3 mV. After synthesis, the largest area contributor takes up 37.8% of total cell area. The flow ran to the end, and the final reports show no timing, DRC or antenna violations. Per the OpenROAD floorplan log, the area of the core is around 8400 um^2. According to the report, the first pass of detailed routing completed in 4 iterations.

Of all flip-flops after synthesis, the portion carrying an async set or reset was 0%. Per the timing report, the biggest fanout along the worst path comes to 2. The share of the Yosys chip area taken by registers is between 30% and 40%. Count of antenna-violating nets left after detailed routing landed at 0. Warning total across the stage logs landed at 35.

Total number of vias landed at 2,224. Floorplan core density landed at 31.6%. Leaving out fill and tap cells, the most frequent cells in the layout are 50 x sky130_fd_sc_hd__dfxtp_1, 38 x sky130_fd_sc_hd__clkdlybuf4s50_1, 33 x sky130_fd_sc_hd__nor2_1, 24 x sky130_fd_sc_hd__nand2_1, 21 x sky130_fd_sc_hd__a21oi_1. Looking at the reg2reg group, the worst path ends at Transmission.Status[1]. Count of unresolved DRC violations after routing landed at 0. Yosys printed 3 warnings. The report puts the hold buffer count at CTS at 1.

Via count of the first global-routing pass landed at between 2,000 and 2,500. Number of antenna violations at the first check in global routing landed at 0. TritonCTS built the clock tree.

Per the synthesis report, the dominant area consumer among library cells is sky130_fd_sc_hd__dfxtp_1. The worst setup path is captured at a clock gate. The first global-routing pass estimated approximately 8700 um of wire. After floorplanning, the core was divided into 33 placement rows. Routing usage on met3 landed at about 2.6%. Global router's overall resource usage landed at roughly an eighth.

For the pin with the worst max-slew slack, the measured transition is roughly 0.45 ns. Met1 capacity usage during global routing landed at between 15 and 20%. Final antenna diode count landed at 0.

Setup repair after global routing left no endpoint under its margin. Number of distinct library cell variants in the gate-level netlist after synthesis landed at about 48. In this run the horizontal extent of the chip is approximately 96 um.

Once the clock tree was built, the setup fixing pass inserted 0 buffers. The worst setup path is launched from an input pin. Overall overflow remaining after global route landed at 0.

Final estimated routing congestion in global placement landed at 0.848. Count of endpoints failing hold in the final timing report landed at 0. Headroom to the max-slew limit came out at between 70 and 80%. Register bit total from synthesis landed at 50.

Signal arrival time at the worst endpoint landed at 1.15 ns. OpenSTA lists the critical path startpoint as Reset. Per the final report, max-transition violations number 0. For this design the static power due to leakage is ~1.2 nW.

Total standard cell area after synthesis landed at between 2000 and 3000 um^2. The wire length recorded after detailed routing is ~5400 um. In the routed layout, each cell is associated on average with a via count of slightly below 5.

The tightest min-delay check is of the in2gate type. Instance count of the mapped netlist landed at just over 300. The buffer_ports step reported a buffer count of 38.
==> routing by layer <==
metal / routed length (um) / vias up
li1: - / 1171
met1: 2760 / 999
met2: 2310 / 48
met3: 254 / 6
met4: 59 / 0
met5: 0 / -
==> per-stage QoR <==
stage	area (um^2)	hold slack, ns	power [W]
after floorplan	2650	-0.457	0.00108
after global placement	3160	-0.0648	0.00124
after detailed placement	3160	-0.0574	0.00124
after CTS	3390	0.266	0.00188
after global routing	3390	0.301	0.00198
final	3390	0.240	0.00186
==> state kept, by name, indices dropped and copies added (netlist names) <==
| name | cells |
|---|---|
| Transmission.Dcounter | 4 |
| Baud.Contador | 16 |
| Receive.Dcounter | 4 |
| Receive.RxAvailable | 1 |
| Receive.RxData | 8 |
| Receive.Status | 2 |
| Baud.ClockBAUD | 1 |
| Transmission.Data | 8 |
| Transmission.Tx | 1 |
| Transmission.Status | 2 |
| Receive.Sync | 1 |
| Transmission.Sync | 1 |
| Transmission.TxDone | 1 |
==> critical path, stage by stage <==
cell and delay, ns:
sky130_fd_sc_hd__clkdlybuf4s50_1 0.47, sky130_fd_sc_hd__inv_1 0.05, sky130_fd_sc_hd__nand2_1 0.13
==> cell families after synthesis <==
family	synth area share [%]
AND/OR/NAND/NOR	20.1
AND-OR/OR-AND	17.1
flip-flops	37.8
XOR/XNOR	9.59
buffers and inverters	4.58
adder cells (fa/ha/maj)	6.62
multiplexers	4.16
==> cell usage after synthesis, types with 2 or more instances <==
cell	number
sky130_fd_sc_hd__dfxtp_1	50
sky130_fd_sc_hd__nor2_1	33
sky130_fd_sc_hd__nand2_1	24
sky130_fd_sc_hd__a21oi_1	21
sky130_fd_sc_hd__xnor2_1	20
sky130_fd_sc_hd__inv_1	15
sky130_fd_sc_hd__ha_1	14
sky130_fd_sc_hd__o21ai_0	14
sky130_fd_sc_hd__mux2i_1	11
sky130_fd_sc_hd__a211oi_1	10
sky130_fd_sc_hd__xor2_1	9
sky130_fd_sc_hd__nand2b_1	8
sky130_fd_sc_hd__nand4_1	7
sky130_fd_sc_hd__nand3_1	6
sky130_fd_sc_hd__nor3_1	6
sky130_fd_sc_hd__clkbuf_1	5
sky130_fd_sc_hd__or3_1	5
sky130_fd_sc_hd__buf_2	4
sky130_fd_sc_hd__a31oi_1	3
sky130_fd_sc_hd__a21o_1	2
sky130_fd_sc_hd__a21oi_2	2
sky130_fd_sc_hd__a32oi_1	2
sky130_fd_sc_hd__and4_4	2
sky130_fd_sc_hd__buf_6	2
sky130_fd_sc_hd__nor3b_1	2
sky130_fd_sc_hd__o211ai_1	2
sky130_fd_sc_hd__o31ai_1	2
sky130_fd_sc_hd__or3_2	2
sky130_fd_sc_hd__or3b_2	2
==> where the power goes <==
| part | internal, W | switching, W | total (W) |
|---|---|---|---|
| Combinational | 0.000250 | 0.000277 | 0.000528 |
| Sequential | 0.000609 | 0.0000482 | 0.000657 |
| Clock | 0.000431 | 0.000239 | 0.000670 |
| Total | 0.00129 | 0.000565 | 0.00186 |
==> worst min path at each step <==
stage         slack (ns)         end  cells after the start  startpoint
global route        0.30  clock gate                      3       Reset
CTS                 0.27  clock gate                      3       Reset
finish              0.24  clock gate                      3       Reset
==> layout make-up <==
class / instances / area, um^2
clock inverters: 1 / 5.00
multi-input cells: 227 / 1530
clock buffers: 16 / 210
repair buffers: 48 / 458
well taps: 105 / 131
flip-flops and latches: 50 / 1000
inverters: 15 / 56.3
fillers: 835 / 4990
Power is estimated from default activity; no workload was simulated.

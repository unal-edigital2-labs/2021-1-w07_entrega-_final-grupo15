--- flow/run.sh ---
#!/bin/bash
# OpenROAD 26Q1-2900-gdf79404cd8, Yosys 0.63+post, stock flow scripts
make -C /OpenROAD-flow-scripts/flow DESIGN_CONFIG=/design/flow/config.mk WORK_HOME=/design/flow/orfs finish
--- flow/config.mk ---
export PLATFORM = sky130hd
export DESIGN_NAME = ultrasonido
export DESIGN_NICKNAME = ultrasonido
export VERILOG_FILES = /design/flow/design.v
export SDC_FILE = /design/flow/constraint.sdc
export NUM_CORES = 4
export LEC_CHECK = 1
export CORE_UTILIZATION = 50
--- flow/constraint.sdc ---
current_design ultrasonido

set clk_period 2.8
set clk_io_pct 0.2

create_clock -name clk0 -period $clk_period [get_ports {clk}]

set non_clock_inputs [all_inputs -no_clocks]
set_input_delay [expr $clk_period * $clk_io_pct] -clock clk0 $non_clock_inputs
set_output_delay [expr $clk_period * $clk_io_pct] -clock clk0 [all_outputs]
--- flow/design.v ---
`timescale 1ns / 1ps
module clk_div  #(parameter MAX_COUNT=50_000)
( 
  input clk,
  output reg clk_out
);
wire [15:0] count;
reg counter_reset;
initial begin
	clk_out<=0;
	counter_reset<=1;
end
always@(posedge clk)
  begin 
    counter_reset<=0;
    if(count==MAX_COUNT)
    begin
    	clk_out<=!clk_out;
    	counter_reset<=1;
    end
  end  
  counter counter1(.clk(clk), .count(count), .reset(counter_reset));
endmodule
`timescale 1ns / 1ps
module counter( 
  input clk, 
  input reset,
  output reg [15:0] count
);
initial  begin
count = 0; 
end 
always@(negedge clk)
begin 
    if(reset) count<=16'b0;
    else count<=count+16'b1;
end    
endmodule
`timescale 1ns / 1ps
module pwm( 
  input clk, 
  input enable,
  input [15:0] dutty,   
  input [15:0] period,  
  output reg pwm_out
);
wire clk_1M;
reg counter_reset;
wire [15:0] count;
reg [1:0] state;
initial begin
	pwm_out<=0;
	state<=0;
end
always@(posedge clk_1M)
begin
    if (!enable) begin
			pwm_out<=0;
            state <= 0;
    end
	case(state)
		0: begin
			pwm_out<=0;
			counter_reset<=1;
            if(enable)
    	       state<=1;
		end
		1: begin
			pwm_out<=1;
			counter_reset<=0;
			if(count>=dutty)
    	       state<=2;
  		end
		2: begin
			    pwm_out<=0;
				if(count>=period)begin
            	   state<=0;      	
            	end
		end
	endcase
end
clk_div #(.MAX_COUNT(50)) clk1_1M (.clk(clk), .clk_out(clk_1M));
counter counter1(.clk(clk_1M), .count(count), .reset(counter_reset));
endmodule
`timescale 1ns / 1ps
module ultrasonido( 
        input clk,   
        input init,  
        output trigger,
        input eco,  
        output [15:0] tiempo,  
        output reg done  
);
wire clk_1M;  
reg enable_trigger;
reg tiempo_reset;
reg  [1:0] state;
reg [15:0] period_trigger;  
reg [15:0] dutty_trigger;   
initial begin
        state<=0;
        done<=0;
        period_trigger<=16'd60;  
        dutty_trigger<=16'd12;  
end
always@(posedge clk_1M) 
begin 
	case(state)
		0: begin  
		   tiempo_reset<=1;  
                   enable_trigger<=0;  
                   done<=0;  
			if(init)  
    	             state<=1;		
		end
		1: begin
		   tiempo_reset<=1;  
                   enable_trigger<=1;  
                   done<=0;  
			if(eco)    
    	             state<=2;
  		end
		2: begin
			tiempo_reset<=0;  
                   enable_trigger<=0;   
                   done<=0; 
			if(!eco)   
    	             state<=3;
  		end  
        3: begin 
		           tiempo_reset<=0;  
                   enable_trigger<=0; 	
                   done<=1;
		if (init==0)  
                   state<=0;
        end
	endcase
end 
clk_div #(50) clk1_1M(.clk(clk),.clk_out(clk_1M)); 
counter counter1(.clk(clk_1M), .count(tiempo), .reset(tiempo_reset));
pwm trigger1(.clk(clk) ,  .enable(enable_trigger),  .dutty(dutty_trigger),  .period(period_trigger), .pwm_out(trigger) );
endmodule 
==> impl_metrics.toml <==
# flow metrics
[outcome]
outcome = "finished with violations"
violations = "negative setup slack"

[final_layout]
fillers = 545
area_delta_synth_final_pct = 15.7
lay_top_count = "dfxtp_1"
fin_util = 0.605
final_cell_mix = "70 x dfxtp_1, 58 x nor2_1, 48 x inv_1"
fin_cells = 492
drive_gt1_frac = 0.0627

[pwr]
p_comb_frac = 0.004
p_seq_frac = 0.499
p_clk_frac = 0.497
p_switching_mw = 0.291
power.internal_mw = 0.751
pwr_density_cell_nw_per_um2 = 270
ir_worst_vdd_mv = 0.387
total_leakage_power_nw = 1.47
p_sw_frac = 0.279

[detailed_routing]
wl_per_cell_um = 11.3
diodes = 0
route.detailed.drc = 0
routed_wl_um = 5580
drtPass1Iterations = 4
avgViaCountPerCell = 5.10
drt-initial-drc-count = 82
ant_nets = 0
vias = 2508

[sta]
rsz0062_at_grt = "yes"
setup_violations = 1
relSlewSlack = 0.423
skew_ns = 0.0674
worstMarginPinSlew_ns = 0.844
unclocked_regs = 41
finalHoldViolations = 0
slew_violations = 0
untimed_endpoints = 63
timing.final.ws_setup_ns = -0.111

[yosys]
yosysWarnings = 4
ys.flops = 77
postSynthSeqShare = 0.479
synth_cell_type_count = 36
synthCells = 359
synthArstFlopShare = 0
syn_area_um2 = 3340
flop_cell = "dfxtp_1"
synth_area_per_cell_um2 = 9.31
synth-edff-count = 6
ys_area_um2 = 3340
ys_cells = 359

[setup_path]
path_class = "flop to flop"
end_kind = "flop"
critPathRequiredTime_ns = 2.81
cp_max_fo = 2
critPathLaunchType = "flop"
crit_arrival_ns = 2.92

[floorplan]
die_h_um = 83.7
ios = 21
core_area_um2 = 6390
num_rows = 29
chip_area_um2 = 7010
fp-utilization = 0.523
die_w_um = 83.7

[global_route]
grt_max_degree = 18
antenna_found_initial = 0
grtUsageTotal = 0.171
grt_pass1_vias = 2246
grt_pass1_wl_um = 9890
grt_remaining_overflow = 0

[clock_tree]
htreeDepth = 2
cts_tree = "yes"
cts_buffer_depth = 2
root_buffer = "clkbuf_8"
cts-hold-fix-buffers = 0
clk_latency_ns = 0.35
clkTransAtPathRegs_ns = 0.07
cts_buffers = 5

[job]
tool_warnings = 67
drv_cap = 0

[placed_design]
dpl.hpwl_um = 3980
numPortBuffers = 20
gp_routability_congestion = 0.833
dp.cells = 453
dpl_worst_slack_ns = -0.144

[hold_path]
hold_path.class = "flop to flop"
cell usage after synthesis, drive strengths merged, types with 2 or more instances:
cell type / n / area (um^2)
dfxtp: 71 / 1420
nor2: 58 / 218
xnor2: 30 / 263
nand3: 25 / 135
xor2: 18 / 158
nand2: 17 / 63.8
nand4: 17 / 113
nor4: 17 / 136
inv: 16 / 60.1
nor3: 12 / 60.1
ha: 11 / 138
a21oi: 9 / 45.0
clkbuf: 8 / 30.0
edfxtp: 6 / 180
o21ai: 6 / 30.0
or3: 5 / 31.3
or4: 5 / 41.3
and4: 4 / 35.0
nor2b: 4 / 25.0
and3: 3 / 18.8
buf: 3 / 21.3
nor4b: 3 / 26.3
and2: 2 / 12.5
mux2: 2 / 26.3
o31ai: 2 / 15.0
routing by layer:
| metal | wire length [um] | global-route usage |
|---|---|---|
| met1 | 2990 | 0.279 |
| met2 | 2460 | 0.254 |
| met3 | 115 | 0.0271 |
| met4 | 16 | 0.0324 |
| met5 | 0 | 0 |
worst max-delay path, stage by stage (launching register included):
cell     delay (ns)
dfxtp_2        0.31
or4_4          0.54
nor4_4         0.14
and3_1         0.20
per-stage QoR:
| stage | total power [mW] | hold slack (ns) | setup TNS (ns) | area, um^2 |
|---|---|---|---|---|
| 2_1_floorplan | 0.600 | 0.426 | -0.0411 | 3340 |
| 3_3_place_gp | 0.604 | 0.447 | -0.106 | 3650 |
| 3_5_place_dp | 0.604 | 0.456 | -0.144 | 3650 |
| 4_1_cts | 1.07 | 0.471 | -0.128 | 3850 |
| 5_1_grt | 1.13 | 0.526 | -0.201 | 3860 |
| 6_report | 1.04 | 0.474 | -0.111 | 3860 |
final timing paths:
| kind | from | end | slack [ns] | depth (start not counted) |
|---|---|---|---|---|
| worst max-delay path | clk1_1M.counter1.count[6] | clk1_1M.clk_out | -0.11 | 3 |
| worst min-delay path | clk1_1M.counter1.count[0] | clk1_1M.counter1.count[0] | 0.47 | 1 |
| worst max register to register | clk1_1M.counter1.count[6] | clk1_1M.clk_out | -0.11 | 3 |
| worst min register to register | clk1_1M.counter1.count[0] | clk1_1M.counter1.count[0] | 0.47 | 1 |
area by class of cell:
| class | instances | area [um^2] | area share |
|---|---|---|---|
| Timing Repair Buffer | 28 | 260 | 0.0674 |
| Clock inverter | 35 | 133 | 0.0343 |
| Tap cell | 77 | 96.3 | 0.0249 |
| Inverter | 15 | 56.3 | 0.0146 |
| Multi-Input combinational cell | 255 | 1650 | 0.426 |
| Clock buffer | 5 | 68.8 | 0.0178 |
| Sequential cell | 77 | 1600 | 0.415 |
flip-flops by register name, indices dropped and copies added, names as in the netlist:
register                         flops
trigger1.counter1.count             16
tiempo_reset                         1
counter1.count                      16
enable_trigger                       1
trigger1.counter_reset               1
state                                2
clk1_1M.counter_reset                1
trigger1.clk1_1M.clk_out             1
trigger1.clk1_1M.counter1.count     16
clk1_1M.clk_out                      1
trigger1.clk1_1M.counter_reset       1
trigger1.pwm_out                     1
clk1_1M.counter1.count              16
trigger1.state                       2
done                                 1
cells by family after synthesis:
| family | after synthesis | share of synthesized area |
|---|---|---|
| and+or+nand+nor | 174 | 0.278 |
| AOI/OAI and AO/OA | 20 | 0.0341 |
| muxes | 2 | 0.00786 |
| DFF | 77 | 0.479 |
| xor gates and xnor gates | 48 | 0.126 |
| adders and majority gates | 11 | 0.0412 |
| buffers and inverters | 27 | 0.0333 |
power groups by stage:
stage	clock [mW]	sequential (mW)	combinational, mW
global route	0.604	0.519	0.00453
CTS	0.547	0.520	0.00430
finish	0.518	0.520	0.00429
repair_timing:
item                                    CTS  global route
buffers inserted                          0             0
cloned                                    0             0
pin swaps                                 1             0
endpoints found under the setup margin    1             2
resized                                   2             2
Power figures rest on the tool's default switching activity, not on a simulated workload.
